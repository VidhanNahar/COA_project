==> flow/design.v <==
module eightbitRegwithLoad(
    input clk,
    input Reset,
    input load,
    input [7:0] Datain,
    output reg [7:0] Dataout
);
    always @(posedge clk or posedge Reset) begin
        if (Reset)
            Dataout <= 8'b0;
        else if (load)
            Dataout <= Datain;
    end
endmodule
module Decoder4to16_withE(
    input [3:0] in,
    input enable,
    output [15:0] out
);
    assign out = (enable) ? (16'b1 << in) : 16'b0;
endmodule
module MUX16to1_8bit(
    input [127:0] in,
    input [3:0] sel,
    output [7:0] out
);
    assign out = in[sel*8 +: 8];   
endmodule
module RegisterFile(
    input clk,
    input Reset,
    input RegFileRead,
    input RegFileWrite,
    input [7:0] Datain,
    input [3:0] Source1,
    input [3:0] Source2,
    input [3:0] Destin,
    output [7:0] Dataout1,
    output [7:0] Dataout2
);
    wire [15:0] write_enable;
    wire [127:0] reg_out_flat;  
    Decoder4to16_withE decoder(
        .in(Destin),
        .enable(RegFileWrite),
        .out(write_enable)
    );
    genvar i;
    generate
        for (i = 0; i < 16; i = i + 1) begin : reg_inst
            eightbitRegwithLoad reg_instance (
                .clk(clk),
                .Reset(Reset),
                .load(write_enable[i]),
                .Datain(Datain),
                .Dataout(reg_out_flat[i*8 +: 8])   
            );
        end
    endgenerate
    MUX16to1_8bit mux1(
        .in(reg_out_flat),
        .sel(Source1),
        .out(Dataout1)
    );
    MUX16to1_8bit mux2(
        .in(reg_out_flat),
        .sel(Source2),
        .out(Dataout2)
    );
endmodule
==> flow/run.sh <==
#!/bin/bash
# OpenROAD 26Q1-2900-gdf79404cd8, Yosys 0.63+post, stock flow scripts
make -C /OpenROAD-flow-scripts/flow DESIGN_CONFIG=/design/flow/config.mk WORK_HOME=/design/flow/orfs finish
==> flow/config.mk <==
export PLATFORM = sky130hd
export DESIGN_NAME = RegisterFile
export DESIGN_NICKNAME = RegisterFile
export VERILOG_FILES = /design/flow/design.v
export SDC_FILE = /design/flow/constraint.sdc
export NUM_CORES = 4
export LEC_CHECK = 1
export CORE_UTILIZATION = 40
==> flow/constraint.sdc <==
current_design RegisterFile

set clk_period 3.1
set clk_io_pct 0.2

create_clock -name clk0 -period $clk_period [get_ports {clk}]

set non_clock_inputs [all_inputs -no_clocks]
set_input_delay [expr $clk_period * $clk_io_pct] -clock clk0 $non_clock_inputs
set_output_delay [expr $clk_period * $clk_io_pct] -clock clk0 [all_outputs]
==> results.py <==
# Synthesis and PnR figures
metrics = {
    "timing": {
        "setup_violations": 0,
        "drv_slew": 0,
        "fin_crit_ns": 3.024,
        "worst_pin_slew_ns": 0.6834,
        "slew_headroom_pct": 54.44,
        "rsz0062_at_grt": "no",
        "hold_violations": 0,
        "hold_ws_ns": 0.5156,
        "timing.final.crit_share_pct": 97.56,
        "finClkSkew_ns": 0,
        "setup_tns_ns": 0,
        "max_freq_ghz": 0.3306,
    },
    "power": {
        "power.leakage_nw": 3.633,
        "ir_drop_v": 0.0003927,
        "p_total_mw": 5.589,
        "powerDensity_nw_per_um2": 656.2,
    },
    "synth": {
        "ys_area_um2": 6925,
        "yosysWarnings": 1,
        "netlist_top_cells_count": "dfrtp_1, mux2_2, mux4_2",
        "top_area_cell": "dfrtp_1",
        "synthCells": 434,
        "yosys.stat.seqShare_pct": 46.25,
        "ys_types": 24,
        "synthTopCellsByArea": "dfrtp_1, mux2_2, mux4_2",
        "syn_area_um2": 6925,
        "synth_flops": 128,
        "synth.avg_cell_area_um2": 15.96,
        "yosys-stat-cells": 434,
        "edf_count": 0,
        "ff_type": "dfrtp_1",
        "top_area_share_pct": 46.25,
        "synthArstFlopShare_pct": 100.0,
    },
    "routing": {
        "drtPass1Iterations": 4,
        "avgRoutedWirePerCell_um": 23.79,
        "drt_iter0_markers": 141,
        "vias": 4309,
        "drc_errors": 0,
        "routed_wirelength_mm": 17.63,
        "route.antenna.remaining_nets": 0,
        "vias_per_cell": 5.815,
    },
    "die": {
        "rows": 47,
        "io-pin-count": 40,
        "die-height_um": 133.6,
        "core_um2": 16760,
        "initial_utilization_pct": 41.32,
        "die_area_um2": 17840,
        "die_w_um": 133.6,
    },
    "job": {
        "openroad.warnings": 29,
        "maxCapViolCount": 0,
    },
    "clock_tree": {
        "tritoncts": "yes",
        "ctsHtreeMaxLevel": 4,
        "clkLatencyLatePin_ns": 0.41,
        "cts.reportedPaths.clkPinSlew_ns": 0.05,
        "clkSinkCount": 128,
        "cts_inserted_buffers": 17,
        "cts_root_buffer": "clkbuf_16",
        "cts_buffer_depth": 2,
        "cts_hold_buf": 0,
    },
    "critical_path": {
        "rrSetupSlack_ns": 2.32,
        "cp.arrival_ns": 2.40,
        "crit_path_start_kind": "input pin",
        "end_kind": "output pin",
        "cp.required_ns": 2.48,
        "criticalPathCategory": "input pin to output pin",
        "path_cells": "buf_2, buf_12, mux4_1, a22oi_1, nand2_1, clkdlybuf4s50_1",
        "max_stage_delay_ns": 0.59,
        "critPathTopFamily": "buffers and inverters",
        "cpMaxStageDelayCell": "mux4_1",
        "worst-path-buf-inv": 3,
        "critPathMaxFanout": 20,
    },
    "final_layout": {
        "drive_gt1_share_pct": 48.85,
        "regMostFlops": "reg_inst.reg_instance.Dataout",
        "largest_reg_flops": 128,
        "utilization_pct": 50.82,
        "largestRegisters": "reg_inst.reg_instance.Dataout x128",
        "layout-area-overhead-vs-synth_pct": 22.98,
    },
    "hold_path": {
        "hold_path.class": "flop to flop",
    },
    "status": {
        "status": "completed",
    },
    "global_routing": {
        "overflow": 0,
        "grt_use_total_pct": 22.18,
        "grt_pass1_vias": 4655,
        "grt_first_pass_wirelength_mm": 27.48,
        "grt_max_degree": 129,
        "antenna_found_initial": 1,
    },
    "place": {
        "place_congestion": 0.8057,
        "dp_hpwl_mm": 11.49,
        "io_buffers": 38,
    },
}
[logic make-up after synthesis]
family / count (synthesis) / synth area share [%]
mux: 192 / 43.22
flops: 128 / 46.25
simple gates: 48 / 3.740
buf+inv: 34 / 3.324
compound gates: 32 / 3.469
[stage by stage]
step,cells,worst slack [ns],instance area (um^2)
5_1_grt,740,0.009955,8514
4_1_cts,739,0.007267,8478
2_1_floorplan,434,0.8524,6929
3_5_place_dp,705,-0.04681,7831
3_3_place_gp,705,-0.02482,7831
6_report,741,0.07562,8517
[report_power, final]
group / switching (mW) / internal [mW]
logic: 0.396 / 0.838
clock network: 0.688 / 1.35
registers: 0.254 / 2.06
total: 1.34 / 4.25
[cell usage in the layout (no fill, tap or decap), types with 3 or more instances in the layout]
cell,n
mux2_2,128
nor2_1,3
clkbuf_8,4
bufinv_16,3
nand2b_1,6
dfrtp_1,128
clkbuf_16,18
nand3b_1,3
buf_12,11
mux4_2,34
mux4_1,28
clkbuf_1,6
clkdlybuf4s50_1,34
nor2_2,9
a22oi_1,30
nand2_1,18
buf_4,35
[metal layers]
metal	GRT usage [%]	vias to the layer above	share of wire (%)
li1	-	1876	-
met2	34.38	167	48
met4	3.472	0	2.1
met1	31.52	2244	41
met3	8.974	22	8.9
met5	0	-	0
[repair_timing]
action                                 CTS  global route
resized                                  2             3
setup endpoints to repair                6             9
endpoints found under the hold margin    0             0
cloned                                   1             1
buffers inserted                         1             0
pin swaps                                1             0
[final timing paths]
| path | to | cells past startpoint | start |
|---|---|---|---|
| worst max-delay path | Dataout2[1] | 6 | Source2[0] |
| worst min-delay path | reg_inst[4].reg_instance.Dataout[1] | 1 | reg_inst[4].reg_instance.Dataout[1] |
| worst max register to register | reg_inst[10].reg_instance.Dataout[7] | 1 | reg_inst[10].reg_instance.Dataout[7] |
| worst min register to register | reg_inst[4].reg_instance.Dataout[1] | 1 | reg_inst[4].reg_instance.Dataout[1] |
| max in group asynchronous | reg_inst[6].reg_instance.Dataout[6] | 3 | Reset |
| min in group asynchronous | reg_inst[7].reg_instance.Dataout[7] | 3 | Reset |
[layout make-up]
type | count | area (um^2)
Inverter | 1 | 7.507
Clock inverter | 5 | 100.1
Antenna cell | 1 | 2.502
Timing Repair Buffer | 87 | 923.4
Clock buffer | 27 | 503.0
Sequential cell | 128 | 3203
Fill cell | 1396 | 8243
Tap cell | 220 | 275.3
Multi-Input combinational cell | 272 | 3502
Power and IR drop assume default switching activity.
