==> flow/config.mk <==
export PLATFORM = sky130hd
export DESIGN_NAME = Stack
export DESIGN_NICKNAME = Stack
export VERILOG_FILES = /design/flow/design.v
export SDC_FILE = /design/flow/constraint.sdc
export NUM_CORES = 4
export LEC_CHECK = 1
export CORE_UTILIZATION = 30
==> flow/constraint.sdc <==
current_design Stack

set clk_period 5.1
set clk_io_pct 0.2

create_clock -name clk0 -period $clk_period [get_ports {clk}]

set non_clock_inputs [all_inputs -no_clocks]
set_input_delay [expr $clk_period * $clk_io_pct] -clock clk0 $non_clock_inputs
set_output_delay [expr $clk_period * $clk_io_pct] -clock clk0 [all_outputs]
==> flow/design.v <==
module SRAM(
    input clk,
    input Reset,
    input [7:0] Address,
    input SRAMRead,
    input SRAMWrite,
    input [7:0] Datain,
    output reg [7:0] Dataout
);
    reg [7:0] datamem [0:255];
    always @(posedge clk or posedge Reset) begin
        if (Reset) begin
            Dataout <= 8'b0;
        end
        else if (SRAMRead) begin
            Dataout <= datamem[Address];
        end
        else if (SRAMWrite) begin
            datamem[Address] <= Datain;
        end
    end
endmodule
module Stack(
    input clk,
    input Reset,
    input StackRead,
    input StackWrite,
    input [7:0] Datain,
    output [7:0] Dataout
);
    wire [7:0] sram_out;
    reg [7:0] sp;   
    SRAM sram_instance(
        .clk(clk),
        .Reset(Reset),
        .Address(sp),
        .SRAMRead(StackRead),
        .SRAMWrite(StackWrite),
        .Datain(Datain),
        .Dataout(sram_out)
    );
    assign Dataout = sram_out;
    always @(posedge clk or posedge Reset) begin
        if (Reset) begin
            sp <= 8'hFF;   
        end
        else if (StackWrite) begin
            sp <= sp - 1;   
        end
        else if (StackRead) begin
            sp <= sp + 1;   
        end
    end
endmodule
==> flow/run.sh <==
#!/bin/bash
# OpenROAD 26Q1-2900-gdf79404cd8, Yosys 0.63+post, stock flow scripts
make -C /OpenROAD-flow-scripts/flow DESIGN_CONFIG=/design/flow/config.mk WORK_HOME=/design/flow/orfs finish
==> run notes <==
fresh numbers from the pnr run: status finished, violations left, failing checks slew limit, setup timing, sequential share of power 0.384, CTS tree done, Total GRT Usage 0.4452, final setup vio count 8, P_leak 31.07 nW, first-pass GRT wire length 693.5 mm, clock power share 0.320, crit-path most repeated cell buf_4, Cells after Synth 4,837, switch share 0.3696, crit path kind register to register, IO buf count 19, Hold Path Class register to register, warnings from Yosys 3, CTS Buf Count 214, Pins Over Slew Limit 1, syn avg cell area 16.37 um2, ys cells 4,837, ys flop type edfxtp_1, synthesized chip area reported by yosys 79,180 um2, post-DR wirelength/cell 58.57 um, CTS H-tree lvls 4, Setup WS pre-CTS -0.3403 ns, Post-synth regs 2,064, Core Rows 188, Slew headroom -0.09833, fin crit share 1.075, Final Hold Fails 0, fraction of layout instances using a drive strength above 1 0.2460, R2R Setup Slk -0.38 ns, number of global-route vias before repair 64,210, die width 515.7 um, Worst Max-Slew Pin Slew 1.647 ns, root buffer cell clkbuf_16, initial antenna violation count 81, CTS Buffer Depth 3, tool warnings 40, drt pass-1 iters 10, final WL 552.8 mm, Pint 31.46 mW, clk latency of the worst-skew pair 0.99 ns, drt drc 0, min Tclk post-route 5.480 ns, Max Cap Violations 0, Max Clock Freq 182.5 MHz, initial DRC count 9,054, chip area 266,000 um2, RSZ-0062 raised after global routing false, fp util 0.3016, asr flop ratio synth 0.007752, grt ovf 0, worst path required time 5.93 ns, RePlAce Congestion 1.277, largest net degree at the start of global routing 101, core outline area 262,500 um2, Netlist Area Pre-Place 79,180 um2, P_sw 18.45 mW, HPWL after DPL 387.2 mm, critical path capture point type register, P per Cell Area 506.4 nW/um2, Antenna Nets Post-Route 0, drt via density 6.875, CP arrival 6.31 ns, DP Area 91,050 um2, area growth from synthesis to layout 24.47%, smallest hold slack 0.5511 ns, Worst VDD drop 406.6 uV, startpoint types register, combinational power share 0.296, CTS Sinks 2,064, number of enable flip-flop cells 2,048, Top Ports 20, CTS clock-pin slew for the worst setup and hold paths 0.07 ns, CP peak stage delay 1.05 ns, Finished Cell Area 98,550 um2, Worst Skew 0.1233 ns, post-route setup slack -0.3801 ns, crit-path cells inv_1 -> ha_1 -> and3b_2 -> buf_4 -> a222oi_1 -> o22ai_1 -> or3_1 -> nor4_2 -> buf_4 -> nand4_1 -> a211oi_2 -> buf_4 -> o2bb2ai_1, Max FO, Critical Path 16, die height 515.7 um, library cells used by synthesis 80, register area share after synthesis 0.7819, crit path max-delay cell type a222oi_1, vias 64,890
## cell usage after synthesis (10+ instances only)
| cell | instances | area share |
|---|---|---|
| o21ai_0 | 38 | 0.0024 |
| nor4_1 | 70 | 0.0055 |
| a222oi_1 | 54 | 0.0068 |
| clkbuf_1 | 190 | 0.0090 |
| buf_2 | 88 | 0.0056 |
| and3_1 | 49 | 0.0039 |
| a32oi_1 | 165 | 0.018 |
| a21oi_1 | 112 | 0.0071 |
| nor2_1 | 346 | 0.016 |
| o2111ai_1 | 11 | 0.0012 |
| buf_4 | 11 | 0.0010 |
| mux2i_1 | 17 | 0.0021 |
| a31oi_1 | 17 | 0.0013 |
| nand2_1 | 87 | 0.0041 |
| nor3_1 | 107 | 0.0068 |
| and4_1 | 16 | 0.0018 |
| o211ai_1 | 16 | 0.0015 |
| a2111oi_0 | 22 | 0.0024 |
| nand4_1 | 94 | 0.0074 |
| or4_1 | 24 | 0.0023 |
| nand3_1 | 173 | 0.011 |
| buf_1 | 91 | 0.0043 |
| o22ai_1 | 151 | 0.012 |
| a22o_1 | 117 | 0.013 |
| a221oi_1 | 56 | 0.0062 |
| edfxtp_1 | 2048 | 0.78 |
| a22oi_1 | 468 | 0.044 |
| nand3b_1 | 10 | 0.00095 |
## repair_timing
action | CTS | global route
hold buffers | 0 | 0
resized | 6 | 12
hold endpoints to repair | 0 | 0
endpoints found under the setup margin | 4 | 4
pin swaps | 0 | 1
setup buffers | 1 | 0
## worst max-delay path: cells and delay by family, from the launching register on
| kind | cells | cell delay, ns |
|---|---|---|
| AND-OR/OR-AND | 4 | 1.74 |
| adder cells (fa/ha/maj) | 1 | 0.27 |
| buffers and inverters | 4 | 0.98 |
| flip-flops | 1 | 0.62 |
| AND/OR/NAND/NOR | 4 | 1.73 |
## cell type report
class,count,area [um2]
Antenna cell,94,235.2
Clock buffer,253,5544
Clock inverter,138,1491
Fill cell,24120,164000
Inverter,9,33.78
Multi-Input combinational cell,2384,16370
Sequential cell,2064,61920
Tap cell,3515,4398
Timing Repair Buffer,981,8559
## worst paths after layout
kind                            startpoint                  endpoint  cells after the start
worst max-delay path                 sp[0]  sram_instance.Dataout[1]                     13
worst min-delay path                 sp[0]                     sp[0]                      1
worst max register to register       sp[0]  sram_instance.Dataout[1]                     13
worst min register to register       sp[0]                     sp[0]                      1
max in group asynchronous            Reset  sram_instance.Dataout[3]                      4
min in group asynchronous            Reset                     sp[7]                      3
## power by group through the flow
stage	Sequential [mW]	Clock [mW]	Combinational (mW)
4_1_cts	19.1	15.9	13.2
6_report	19.2	16.0	14.8
5_1_grt	19.2	16.5	13.9
## cell usage in the layout, fill, tap and decap left out, types with 9 or more instances in the layout
master,Yosys,final
buf_4,11,867
a22oi_1,468,463
o21ai_0,38,38
clkdlybuf4s50_1,0,11
clkinv_1,0,47
clkinv_2,0,32
nand4_1,94,94
clkinvlp_4,0,17
and3_1,49,45
clkbuf_1,190,37
and4_1,16,15
a2111oi_0,22,18
edfxtp_1,2048,2048
nand3b_1,10,10
a22o_1,117,117
inv_1,9,9
nor4_2,0,14
buf_12,0,87
a32oi_1,165,163
clkbuf_16,0,216
o2111ai_1,11,11
o22ai_1,151,151
o211ai_1,16,16
nand2_1,87,87
nand3_1,173,168
diode_2,0,94
buf_8,0,10
nor3_2,0,55
a31oi_1,17,17
nor4_1,70,54
a222oi_1,54,54
a21oi_1,112,111
mux2i_1,17,17
nor3_1,107,51
o22a_1,9,9
nor2_1,346,345
a221oi_1,56,54
or4_1,24,24
bufinv_16,0,23
## registers in the layout (all words and copies together), names as in the netlist
signal / cells
sram_instance.Dataout: 8
sp: 8
sram_instance.datamem: 2048
## logic make-up after synthesis
logic type	synth area share
AOI/OAI and AO/OA	0.1246
and+or+nand+nor	0.06823
muxes	0.003002
xor gates and xnor gates	0.001106
buffers and inverters	0.02035
DFF	0.7819
adders and majority gates	0.0007901
## per-stage QoR
step	std cells	util	power (mW)	setup TNS, ns
finish	9438	0.3754	49.91	-1.756
global route	9392	0.3750	49.51	0
CTS	9335	0.3738	48.28	0
detailed placement	8943	0.3468	32.61	-0.7733
global placement	8941	0.3467	32.71	-2.281
floorplan	4837	-	23.59	0
## layer usage
metal	wire length [um]	global-route usage	share of wire	up-vias
li1	-	-	-	22020
met1	146200	0.3809	0.26	31150
met2	206400	0.5366	0.37	8622
met3	122600	0.4501	0.22	2846
met4	66290	0.3825	0.12	247
met5	11300	0.3538	0.020	-
Power figures rest on the tool's default switching activity, not on a simulated workload.
